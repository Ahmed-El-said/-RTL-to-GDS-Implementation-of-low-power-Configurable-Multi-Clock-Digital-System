File: /design/flow/config.mk
export PLATFORM = sky130hd
export DESIGN_NAME = UART_RX
export DESIGN_NICKNAME = UART_RX
export VERILOG_FILES = /design/flow/design.v
export SDC_FILE = /design/flow/constraint.sdc
export NUM_CORES = 4
export LEC_CHECK = 1
export CORE_AREA = 10 10 100 100
export DIE_AREA = 0 0 110 110
File: /design/flow/constraint.sdc
current_design UART_RX

set clk_period 2.2
set clk_io_pct 0.2

create_clock -name clk0 -period $clk_period [get_ports {CLK}]

set non_clock_inputs [all_inputs -no_clocks]
set_input_delay [expr $clk_period * $clk_io_pct] -clock clk0 $non_clock_inputs
set_output_delay [expr $clk_period * $clk_io_pct] -clock clk0 [all_outputs]
File: /design/flow/design.v
module UART_RX # ( parameter DATA_WIDTH = 8 , PRESCALE_WIDTH = 5 )
(
 input   wire                          CLK,
 input   wire                          RST,
 input   wire                          RX_IN,
 input   wire   [PRESCALE_WIDTH-1:0]   Prescale,
 input   wire                          parity_enable,
 input   wire                          parity_type,
 output  wire   [DATA_WIDTH-1:0]       P_DATA, 
 output  wire                          data_valid
);
wire   [3:0]           bit_count ;
wire   [2:0]           edge_count ;
wire                   par_err;
wire                   stp_err; 
wire                   edge_bit_en; 
wire                   deser_en; 
wire                   par_chk_en; 
wire                   stp_chk_en; 
wire                   strt_chk_en; 
wire                   strt_glitch;
wire                   sampled_bit;
wire                   dat_samp_en;
uart_rx_fsm # ( .DATA_WIDTH(8)) U0_uart_fsm (
.CLK(CLK),
.RST(RST),
.S_DATA(RX_IN),
.bit_count(bit_count),
.parity_enable(parity_enable),
.edge_count(edge_count), 
.strt_glitch(strt_glitch),
.par_err(par_err),
.stp_err(stp_err), 
.strt_chk_en(strt_chk_en),
.edge_bit_en(edge_bit_en), 
.deser_en(deser_en), 
.par_chk_en(par_chk_en), 
.stp_chk_en(stp_chk_en),
.dat_samp_en(dat_samp_en),
.data_valid(data_valid)
);
edge_bit_counter U0_edge_bit_counter (
.CLK(CLK),
.RST(RST),
.Enable(edge_bit_en),
.bit_count(bit_count),
.edge_count(edge_count) 
); 
data_sampling U0_data_sampling (
.CLK(CLK),
.RST(RST),
.S_DATA(RX_IN),
.Prescale(Prescale),
.Enable(dat_samp_en),
.edge_count(edge_count),
.sampled_bit(sampled_bit)
);
deserializer # ( .DATA_WIDTH(8)) U0_deserializer (
.CLK(CLK),
.RST(RST),
.sampled_bit(sampled_bit),
.Enable(deser_en),
.edge_count(edge_count), 
.P_DATA(P_DATA)
);
strt_chk U0_strt_chk (
.CLK(CLK),
.RST(RST),
.sampled_bit(sampled_bit),
.Enable(strt_chk_en), 
.strt_glitch(strt_glitch)
);
par_chk # ( .DATA_WIDTH(8)) U0_par_chk (
.CLK(CLK),
.RST(RST),
.parity_type(parity_type),
.sampled_bit(sampled_bit),
.Enable(par_chk_en), 
.P_DATA(P_DATA),
.par_err(par_err)
);
stp_chk U0_stp_chk (
.CLK(CLK),
.RST(RST),
.sampled_bit(sampled_bit),
.Enable(stp_chk_en), 
.stp_err(stp_err)
);
endmodule
module data_sampling (
 input   wire                  CLK,
 input   wire                  RST,
 input   wire                  S_DATA,
 input   wire   [4:0]          Prescale,
 input   wire   [2:0]          edge_count,
 input   wire                  Enable, 
 output  reg                   sampled_bit
);
reg  [2:0]    Samples ;
wire [3:0]    half_edges ,
              half_edges_p1 ,
			  half_edges_n1 ;
assign 	half_edges =  (Prescale >> 1) - 'b1 ;
assign 	half_edges_p1 =  half_edges + 'b1 ;
assign 	half_edges_n1 =  half_edges - 'b1 ;
always @ (posedge CLK or negedge RST)
 begin
  if(!RST)
   begin
    Samples <= 'b0 ;
   end
  else 
   begin
    if(Enable) 
	 begin
	  if(edge_count == half_edges_n1)
       begin
        Samples[0] <= S_DATA ;
       end	
      else if(edge_count == half_edges)
       begin
        Samples[1] <= S_DATA ;
       end	
      else if(edge_count == half_edges_p1)
       begin
        Samples[2] <= S_DATA ;
       end
     end
    else
     begin
      Samples <= 'b0 ;
     end 
   end	 
 end
always @ (posedge CLK or negedge RST)
 begin
  if(!RST)
   begin
    sampled_bit <= 'b0 ;
   end
  else
   begin
    if(Enable) 
	 begin
      case (Samples)
      3'b000 : begin
                sampled_bit <= 1'b0 ;
               end	
      3'b001 : begin
                sampled_bit <= 1'b0 ;
               end
      3'b010 : begin
                sampled_bit <= 1'b0 ;
               end	
      3'b011 : begin
                sampled_bit <= 1'b1 ;
               end	
      3'b100 : begin
                sampled_bit <= 1'b0 ;
               end
      3'b101 : begin
                sampled_bit <= 1'b1 ;
               end	
      3'b110 : begin
                sampled_bit <= 1'b1 ;
               end
      3'b111 : begin
                sampled_bit <= 1'b1 ;
               end
      endcase
     end
    else
     begin
       sampled_bit <= 1'b0 ;
     end	 
   end
 end 
endmodule
module deserializer # ( parameter DATA_WIDTH = 8 )
(
 input   wire                    CLK,
 input   wire                    RST,
 input   wire                    sampled_bit,
 input   wire                    Enable, 
 input   wire   [2:0]            edge_count, 
 output  reg    [DATA_WIDTH-1:0] P_DATA
);
always @ (posedge CLK or negedge RST)
 begin
  if(!RST)
   begin
    P_DATA <= 'b0 ;
   end
  else if(Enable && edge_count == 3'b111)
   begin
    P_DATA <= {sampled_bit,P_DATA[7:1]}	;
   end	
 end
endmodule
module edge_bit_counter 
(
 input   wire                  CLK,
 input   wire                  RST,
 input   wire                  Enable,
 output  reg   [3:0]           bit_count,
 output  reg   [2:0]           edge_count 
);
wire                           edge_count_done ;
always @ (posedge CLK or negedge RST)
 begin
  if(!RST)
   begin
    edge_count <= 'b0 ;
   end
  else if(Enable)
   begin
    if (edge_count_done)
	 begin
      edge_count <= 'b0 ;
	 end
	else
	 begin
      edge_count <= edge_count + 'b1 ;
	 end	
   end 
  else
   begin
    edge_count <= 'b0 ;
   end   
 end
assign edge_count_done = (edge_count == 'b111) ? 1'b1 : 1'b0 ; 
always @ (posedge CLK or negedge RST)
 begin
  if(!RST)
   begin
    bit_count <= 'b0 ;
   end
  else if(Enable)
   begin
    if (edge_count_done)
	 begin
      bit_count <= bit_count + 'b1 ;
	 end
   end 
  else
   begin
    bit_count <= 'b0 ;
   end	
 end 
endmodule
module par_chk # ( parameter DATA_WIDTH = 8 )
(
 input   wire                   CLK,
 input   wire                   RST,
 input   wire                   parity_type, 
 input   wire                   sampled_bit,
 input   wire                   Enable,  
 input   wire  [DATA_WIDTH-1:0] P_DATA,
 output  reg                    par_err
);
reg        parity ;
always @ (*)
  begin
    case(parity_type)
    1'b0 : begin                 
	        parity <= ^P_DATA  ;      
	       end
    1'b1 : begin
	        parity <= ~^P_DATA ;      
	       end		
    endcase       	 
 end 
always @ (posedge CLK or negedge RST)
 begin
  if(!RST)
   begin
    par_err <= 1'b0 ;
   end
  else if(Enable)
   begin
    par_err <= parity ^	sampled_bit ;
   end	
 end
endmodule
module stp_chk (
 input   wire                  CLK,
 input   wire                  RST,
 input   wire                  sampled_bit,
 input   wire                  Enable, 
 output  reg                   stp_err
);
always @ (posedge CLK or negedge RST)
 begin
  if(!RST)
   begin
    stp_err <= 'b0 ;
   end
  else if(Enable)
   begin
    stp_err <= 1'b1 ^ sampled_bit ;
   end
 end
endmodule
module strt_chk (
 input   wire                  CLK,
 input   wire                  RST,
 input   wire                  sampled_bit,
 input   wire                  Enable, 
 output  reg                   strt_glitch
);
always @ (posedge CLK or negedge RST)
 begin
  if(!RST)
   begin
    strt_glitch <= 'b0 ;
   end
  else if(Enable)
   begin
    strt_glitch <= sampled_bit ;
   end
 end
endmodule
module uart_rx_fsm  # ( parameter DATA_WIDTH = 8 ) (
 input   wire                  CLK,
 input   wire                  RST,
 input   wire                  S_DATA,
 input   wire                  parity_enable, 
 input   wire   [3:0]          bit_count,
 input   wire   [2:0]          edge_count,
 input   wire                  par_err,
 input   wire                  stp_err, 
 input   wire                  strt_glitch,
 output  reg                   strt_chk_en,  
 output  reg                   edge_bit_en, 
 output  reg                   deser_en, 
 output  reg                   par_chk_en, 
 output  reg                   stp_chk_en,
 output  reg                   dat_samp_en,
 output  reg                   data_valid
);
parameter   [2:0]      IDLE     = 3'b000 ,
                       start    = 3'b001 ,
					   data     = 3'b011 ,
					   parity   = 3'b010 ,
					   stop     = 3'b110 ,
					   err_chk  = 3'b111 ,
					   data_vld = 3'b101 ;
reg         [2:0]      current_state , next_state ;
always @ (posedge CLK or negedge RST)
 begin
  if(!RST)
   begin
    current_state <= IDLE ;
   end
  else
   begin
    current_state <= next_state ;
   end
 end
always @ (*)
 begin
  case(current_state)
  IDLE   : begin
             if(!S_DATA)
			  next_state = start ;
			else
			  next_state = IDLE ; 			
           end
  start  : begin
             if(bit_count == 4'd0 && edge_count == 3'd7)
			   begin
			    if(!strt_glitch)                     
				 begin
			      next_state = data ;
                 end
                else 
                 begin
 			      next_state = IDLE ;       
                 end		
               end
			 else
			   begin
			    next_state = start ; 			
               end			  
           end
  data   : begin
             if(bit_count == 4'd8 && edge_count == 3'd7)
			   begin
			     if(parity_enable)
				   begin
			        next_state = parity ;
				   end 
                 else
				   begin
			        next_state = stop ;
                   end					
               end
			 else
			   begin
			    next_state = data ; 			
               end			  
           end 
  parity : begin
             if(bit_count == 4'd9 && edge_count == 3'd7)
			   begin
			    next_state = stop ; 
               end
			 else
			   begin
			    next_state = parity ; 			
               end			  
           end
  stop   : begin
             if(bit_count == 4'd10 && edge_count == 3'd5)
			   begin
			    next_state = err_chk ; 
               end
			 else
			   begin
			    next_state = stop ; 			
               end			  
           end	
  err_chk   : begin
               if(par_err | stp_err)
			   begin
			    next_state = IDLE ; 
               end
			 else
			   begin
			    next_state = data_vld ; 	    				
               end			  
             end	
  data_vld : begin
              if(!S_DATA)
			   next_state = start ;
			  else
			   next_state = IDLE ; 						
             end			  		   
  default: begin
			 next_state = IDLE ; 
           end	
  endcase                 	   
 end 
always @ (*)
 begin
  edge_bit_en = 1'b0 ;
  dat_samp_en = 1'b0 ;  
  deser_en    = 1'b0 ; 
  par_chk_en  = 1'b0 ; 
  stp_chk_en  = 1'b0 ;
  data_valid  = 1'b0 ;
  strt_chk_en = 1'b0 ;
  case(current_state)
  IDLE   : begin
             if(!S_DATA)
			  begin
               edge_bit_en = 1'b1 ; 
               deser_en    = 1'b0 ; 
               par_chk_en  = 1'b0 ; 
               stp_chk_en  = 1'b0 ;	
			   strt_chk_en = 1'b1 ;
               dat_samp_en = 1'b1 ; 			   
			  end 
			else
			  begin
			   strt_chk_en = 1'b0 ;
               edge_bit_en = 1'b0 ; 
               deser_en    = 1'b0 ; 
               par_chk_en  = 1'b0 ; 
               stp_chk_en  = 1'b0 ;
               dat_samp_en = 1'b0 ; 			   
			  end  			
           end
  start  : begin
			 strt_chk_en = 1'b1 ;  
             edge_bit_en = 1'b1 ; 
             deser_en    = 1'b0 ; 
             par_chk_en  = 1'b0 ; 
             stp_chk_en  = 1'b0 ;
             dat_samp_en = 1'b1 ;			 
           end
  data   : begin
             edge_bit_en = 1'b1 ; 
             deser_en    = 1'b1 ; 
             par_chk_en  = 1'b0 ; 
             stp_chk_en  = 1'b0 ;
             dat_samp_en = 1'b1 ;			 
           end
  parity : begin
             edge_bit_en = 1'b1 ; 
             deser_en    = 1'b0 ; 
             par_chk_en  = 1'b1 ; 
             stp_chk_en  = 1'b0 ;
             dat_samp_en = 1'b1 ;				 
           end
  stop   : begin
             edge_bit_en = 1'b1 ; 
             deser_en    = 1'b0 ; 
             par_chk_en  = 1'b0 ; 
             stp_chk_en  = 1'b1 ;
             dat_samp_en = 1'b1 ;				 
           end	
  err_chk: begin
             edge_bit_en = 1'b0 ; 
             deser_en    = 1'b0 ; 
             par_chk_en  = 1'b0 ; 
             stp_chk_en  = 1'b0 ;
             dat_samp_en = 1'b1 ;				 
           end	
  data_vld:begin
             edge_bit_en = 1'b0 ; 
             deser_en    = 1'b0 ; 
             par_chk_en  = 1'b0 ; 
             stp_chk_en  = 1'b0 ;
             data_valid  = 1'b1 ;
             dat_samp_en = 1'b0 ;				 
           end			   
  default: begin
             edge_bit_en = 1'b0 ; 
             deser_en    = 1'b0 ; 
             par_chk_en  = 1'b0 ; 
             stp_chk_en  = 1'b0 ;	
			 data_valid  = 1'b0 ;
             dat_samp_en = 1'b0 ;				 
		   end 
  endcase                 	   
 end 
endmodule
File: /design/flow/run.sh
#!/bin/bash
# OpenROAD 26Q1-2900-gdf79404cd8, Yosys 0.63+post, stock flow scripts
make -C /OpenROAD-flow-scripts/flow DESIGN_CONFIG=/design/flow/config.mk WORK_HOME=/design/flow/orfs finish
==> results_dict.tcl <==
# place-and-route summary
set metrics [dict create \
    synthArstFlopShare_pct 100 \
    dr.pass1.iters 4 \
    fp_util_pct 20.8 \
    fin_crit_ps 2050 \
    rsz0062_at_grt "false" \
    wl_per_cell_um 10.3 \
    final-hold-violation-count 0 \
    die_w_um 110 \
    synth_cell_type_count 38 \
    root_buffer "clkbuf_8" \
    postRouteAntennaNets 0 \
    switching_share_pct 27.4 \
    postCtsSetupBuffers 0 \
    pwr-share-seq_pct 43.5 \
    track_usage_pct 5.13 \
    path_class "input pin to flop" \
    pre_cts_slack_ps -141 \
    crit_slowest_cell "or4_1" \
    clock_latency_ps 280 \
    max_stage_delay_ps 510 \
    cp.buffers_inverters 2 \
    clk_path_buf_depth 2 \
    wl_um 3010 \
    crit_fanout 2 \
    antenna_found_initial 0 \
    vias 1188 \
    cts.repair.resized 0 \
    chip_area_mm2 0.0121 \
    worst-r2r-cell-count 6 \
    p_clk_share_pct 28.3 \
    holdWs_ps 451 \
    clock_skew_ps 8.09 \
    holdPathEnd "U0_uart_fsm.current_state[4]" \
    route.met2.wl_um 1350 \
    edf_count 0 \
    post-dp-hpwl_um 2290 \
    area_delta_synth_final_pct 26.7 \
    num_io_pins 19 \
    yosys-top-cells-count "28 x dfrtp_1, 15 x nor2_1, 13 x nand2_1, 12 x xnor2_1, 11 x inv_1" \
    yosysTopAreaCell "dfrtp_1" \
    outcome "finished, final reports clean" \
    numCtsBuffers 5 \
    core_area_mm2 0.00781 \
    setup-tns-final_ps 0 \
    postSynthAreaPerCell_um2 10.2 \
    num_rows 32 \
    drc 0 \
    worst_pin_slew_ps 395 \
    cts-htree-levels 2 \
    path_delay_family "simple AND/OR/NAND/NOR gates" \
    synth_stat.cells 159 \
    grt_pass1_vias 1112 \
    met1_length_um 1460 \
    hold_buffers 0 \
    stdcell_count 291 \
    drtIter0Drc 81 \
    worstSetupPathDepth 8 \
    design_area_mm2 0.00206 \
    arrival_ps 2240 \
    gp_congestion 0.791 \
    top_cell_area_share_pct 43.1 \
    whs_path_depth 1 \
    endpoint_kind "flop" \
    cap_violations 0 \
    critPathLaunchType "input pin" \
    power_leakage_nw 0.885 \
    fp.dieH_um 110 \
    grt_first_pass_wirelength_um 5130 \
    synth_flop_count 29 \
    ys_area_mm2 0.00163 \
    power.switching_mw 0.460 \
    path_cells "clkdlybuf4s50_1 -> inv_1 -> ha_1 -> or4_1 -> nand3_1 -> o21ai_1 -> o2111ai_1 -> mux2i_1" \
    vias_per_cell 4.08 \
    cp.required_ps 2400 \
    r2r_end "U0_uart_fsm.current_state[0]" \
    drive_gt1_share_pct 15.3 \
    fmax_mhz 489 \
    postSynthSeqShare_pct 44.7 \
    synth_cells 159 \
    fin_ws_ps 154 \
    cts_tree "yes" \
    r2r_start "U0_edge_bit_counter.edge_count[0]" \
    worstHoldStart "U0_stp_chk.stp_err" \
    ys.flop_type "dfrtp_1" \
    max_slew_margin_pct 73.6 \
    dr_wl_met3_um 156 \
    p_comb_share_pct 28.2 \
    drv_slew 0 \
    diodes 0 \
    numClockSinks 29 \
    netlist_area_mm2 0.00163 \
    place_inst 283 \
    powerDensity_mw_per_mm2 816 \
    cts.clk_slew.worst_paths_ps 60 \
    warning_count 31 \
    postPlaceCellArea_mm2 0.00196 \
    grt_max_degree 30 \
    port_buffers 17 \
    setup_violations 0 \
    vdd_drop_max_mv 0.261 \
    min-delay-path-class "flop to flop" \
    synth_warnings 7 \
    reg2reg_slack_ps 360 \
    p_int_mw 1.22 \
    period_used_pct 93.0 \
    overflow 0 \
    most_common_cell "dfrtp_1" \
    top_layer "met4" \
    topCellsByArea "dfrtp_1 43%, ha_1 6.9%, xnor2_1 6.5%" \
]
kinds of logic after synthesis:
kind of cell | Yosys count | share of synthesized area (%)
muxes | 12 | 8.01
and+or+nand+nor | 49 | 15.0
AOI/OAI and AO/OA | 29 | 11.7
adders and majority gates | 9 | 6.93
xor gates and xnor gates | 16 | 9.08
DFF | 29 | 44.7
buffers and inverters | 15 | 4.54
flip-flops by register name (all words and copies together) (netlist names):
| name | cells |
|---|---|
| U0_strt_chk.strt_glitch | 1 |
| U0_uart_fsm.current_state | 7 |
| U0_data_sampling.sampled_bit | 1 |
| U0_data_sampling.Samples | 3 |
| U0_par_chk.par_err | 1 |
| U0_edge_bit_counter.bit_count | 4 |
| U0_stp_chk.stp_err | 1 |
| U0_deserializer.P_DATA | 8 |
| U0_edge_bit_counter.edge_count | 3 |
power groups by stage:
stage | logic (mW) | clock network [mW] | registers [mW]
CTS | 0.484 | 0.488 | 0.734
global route | 0.529 | 0.519 | 0.751
finish | 0.473 | 0.476 | 0.731
cell type report:
cell class              count  area, um^2
fillers                   802        5750
well taps                 102         128
repair buffers             26         238
flip-flops and latches     29         727
clock buffers               7        96.3
multi-input cells         115         825
clock inverters             1        5.00
inverters                  11        41.3
worst reg2reg max path: stages (launching register included):
cell,delay (ps)
dfrtp_1,500
ha_1,200
ha_1,340
nand2_1,130
nor2_1,220
nand2_1,80
o311ai_0,280
stage by stage:
stage	util (%)	power (mW)
CTS	26.4	1.71
global placement	25.1	1.22
floorplan	-	1.04
global route	26.4	1.80
detailed placement	25.1	1.23
finish	26.4	1.68
cells in the final DEF, fill, tap and decap left out:
master / Yosys / routed
a31oi_1: 1 / 1
nand2b_1: 1 / 1
a41oi_1: 1 / 1
or3_1: 2 / 2
ha_1: 9 / 9
xor2_1: 3 / 3
nor3_1: 4 / 4
clkinv_2: 0 / 1
inv_1: 11 / 11
a221o_1: 1 / 1
xor2_2: 1 / 1
dfstp_2: 1 / 1
dfrtp_1: 28 / 28
mux2_2: 8 / 8
o22ai_1: 1 / 1
nand3_1: 3 / 3
a21oi_1: 6 / 6
nor2_1: 15 / 15
nor3_4: 1 / 1
nor3b_1: 2 / 2
a2bb2oi_1: 2 / 2
o21ai_1: 2 / 2
mux2i_1: 4 / 4
xnor2_1: 12 / 12
or4_1: 1 / 1
o211ai_1: 1 / 1
nor2b_1: 3 / 3
o21ai_0: 8 / 8
o311ai_0: 1 / 1
clkbuf_8: 0 / 7
nor4b_1: 1 / 1
o211ai_2: 1 / 1
clkdlybuf4s50_1: 0 / 17
buf_4: 0 / 9
nand2_1: 13 / 13
nand4_1: 2 / 2
o2111ai_1: 1 / 1
o31ai_1: 2 / 2
nor4_1: 1 / 1
o221ai_1: 1 / 1
worst max-delay path by stage:
stage,start,end
CTS,Prescale[1],U0_data_sampling.Samples[2]
finish,Prescale[1],U0_data_sampling.Samples[2]
global route,Prescale[1],U0_data_sampling.Samples[2]
routing by layer:
layer  global-route usage [%]  vias up
met5                        0        -
met4                    0.651        0
met3                     1.94        4
met2                     7.49       19
met1                     7.30      555
li1                         -      610
Power and IR drop assume default switching activity.
