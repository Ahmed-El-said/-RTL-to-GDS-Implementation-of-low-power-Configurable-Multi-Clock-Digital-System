`design/flow/design.v`:
```
module RegFile #(parameter WIDTH = 8, DEPTH = 16, ADDR = 4 )
(
input    wire                CLK,
input    wire                RST,
input    wire                WrEn,
input    wire                RdEn,
input    wire   [ADDR-1:0]   Address,
input    wire   [WIDTH-1:0]  WrData,
output   reg    [WIDTH-1:0]  RdData,
output   reg                 RdData_VLD,
output   wire   [WIDTH-1:0]  REG0,
output   wire   [WIDTH-1:0]  REG1,
output   wire   [WIDTH-1:0]  REG2,
output   wire   [WIDTH-1:0]  REG3
);
integer I ; 
reg [WIDTH-1:0] regArr [DEPTH-1:0] ;    
always @(posedge CLK or negedge RST)
 begin
   if(!RST)   
    begin
	 RdData_VLD <= 1'b0 ;
	 RdData     <= 1'b0 ;
      for (I=0 ; I < DEPTH ; I = I +1)
        begin
		 if(I==2)
          regArr[I] <= 'b001000_01 ;
		 else if (I==3) 
          regArr[I] <= 'b0000_1000 ;
         else
          regArr[I] <= 'b0 ;		 
        end
     end
   else if (WrEn && !RdEn)  
     begin
      regArr[Address] <= WrData ;
     end
   else if (RdEn && !WrEn)  
     begin    
       RdData <= regArr[Address] ;
	   RdData_VLD <= 1'b1 ;
     end  
   else
     begin
	   RdData_VLD <= 1'b0 ;
     end	 
  end
assign REG0 = regArr[0] ;
assign REG1 = regArr[1] ;
assign REG2 = regArr[2] ;
assign REG3 = regArr[3] ;
endmodule
```
`design/flow/run.sh`:
```
#!/bin/bash
# OpenROAD 26Q1-2900-gdf79404cd8, Yosys 0.63+post, stock flow scripts
make -C /OpenROAD-flow-scripts/flow DESIGN_CONFIG=/design/flow/config.mk WORK_HOME=/design/flow/orfs finish
```
`design/flow/config.mk`:
```
export PLATFORM = sky130hd
export DESIGN_NAME = RegFile
export DESIGN_NICKNAME = RegFile
export VERILOG_FILES = /design/flow/design.v
export SDC_FILE = /design/flow/constraint.sdc
export NUM_CORES = 4
export LEC_CHECK = 1
export CORE_UTILIZATION = 40
```
`design/flow/constraint.sdc`:
```
current_design RegFile

set clk_period 2.7
set clk_io_pct 0.2

create_clock -name clk0 -period $clk_period [get_ports {CLK}]

set non_clock_inputs [all_inputs -no_clocks]
set_input_delay [expr $clk_period * $clk_io_pct] -clock clk0 $non_clock_inputs
set_output_delay [expr $clk_period * $clk_io_pct] -clock clk0 [all_outputs]
```
==> results.py <==
# Metrics from the implementation run
metrics = {
    "final_timing": {
        "setup_slack_ns": 0.5514,
        "tns_ns": 0,
        "rsz0062_at_grt": "no",
        "finalCritPeriodShare": 0.7958,
        "period_needed_ns": 2.149,
        "finalClockSkew_ns": 0.003726,
        "finalSetupViolations": 0,
        "final_max_slew_viol_count": 0,
        "max_freq_mhz": 465.4,
        "hold_viol_final": 0,
        "worst_pin_slew_ns": 0.7047,
        "relSlewSlack": 0.5287,
    },
    "clock_tree": {
        "htreeDepth": 4,
        "postCtsSetupRepairBufs": 0,
        "clock-sinks": 137,
        "cts.path.max_buffers": 2,
        "insertion_delay_ns": 0.41,
        "holdBufCountCts": 0,
        "ctsResizeCount": 0,
        "clk_pin_slew_ns": 0.05,
        "cts_made_buffers": 17,
        "cts_tree": "built",
        "clockRootBuffer": "clkbuf_16",
    },
    "die": {
        "row_count": 45,
        "die_h_um": 127.5,
        "core-area_um2": 15260,
        "io_pins": 57,
        "die_area_um2": 16250,
        "fp-utilization": 0.4128,
        "die_x_um": 127.5,
    },
    "route": {
        "antenna_left": 0,
        "wl_per_cell_um": 20.71,
        "n_antenna_cell": 0,
        "drc": 0,
        "viasPerCell": 5.471,
        "num_vias": 4202,
        "drt_iter0_markers": 288,
        "wl_um": 15910,
        "firstDrtPassIters": 4,
    },
    "placement": {
        "dpl_worst_slack_ns": 0.1234,
        "hpwl_um": 10920,
        "place_congestion": 0.8797,
        "port_buffers": 56,
    },
    "critical_path": {
        "arrival_ns": 2.44,
        "path_class": "in2reg",
        "worstPathMaxFanout": 36,
        "required_ns": 2.99,
        "worstSetupStartpointType": "input pin",
        "end_kind": "flip-flop",
    },
    "synth": {
        "synth.area.top_cells": "dfrtp_1, mux2_2, mux2i_1",
        "ys_area_um2": 6299,
        "syn_inst": 472,
        "top_area_cell": "dfrtp_1",
        "ys.flops": 137,
        "synth.avg_cell_area_um2": 13.34,
        "synth_cell_types": 41,
        "yosysCellCount": 472,
        "yosysTopAreaCellShare": 0.5324,
        "ys_seq_frac": 0.5449,
        "synth_area_um2": 6299,
        "yosysWarnings": 2,
    },
    "status": {
        "status": "complete, no violations",
    },
    "layout": {
        "ff_latch_area_um2": 3432,
        "syn_to_final_growth_pct": 24.29,
        "drive_above_1_share": 0.3770,
        "comb_area_um2": 2693,
        "nFillCells": 1287,
    },
    "pwr": {
        "p_clk_frac": 0.383,
        "p_per_area_nw_per_um2": 758.3,
        "p_int_mw": 4.490,
        "sw_frac_of_total": 0.2437,
        "vdd_drop_max_mv": 0.4480,
        "finalPower_mw": 5.937,
        "pwr-share-comb": 0.164,
        "p_sw_mw": 1.447,
        "p_seq_frac": 0.453,
        "p_leak_nw": 3.410,
    },
    "job": {
        "warning_count": 25,
        "maxCapViolCount": 0,
    },
    "grt": {
        "grt_pass1_vias": 4369,
        "grt_antenna_before_repair": 0,
        "grt_pass1_wl_um": 25460,
        "grt_use_total": 0.2185,
        "grt_max_degree": 65,
        "gr-total-overflow": 0,
    },
    "hold_path": {
        "hp-class": "in2async",
    },
}
layer usage:
metal	GRT usage	up-vias	share of wire
li1	-	1914	-
met1	0.3482	2172	0.47
met2	0.3311	105	0.47
met3	0.04821	11	0.051
met4	0.02381	0	0.011
met5	0	-	0
final cells by class:
cell class,instances,share of cell area
clock buffers,20,0.05961
clock inverters,11,0.01550
inverters,2,0.0009589
multi-input cells,301,0.3439
flip-flops and latches,137,0.4384
well taps,211,0.03372
repair buffers,86,0.1079
registers in the layout (all words and copies together), names as in the netlist:
signal / count
RdData: 8
RdData_VLD: 1
regArr: 128
power by group through the flow:
stage                 sequential [mW]  combinational, mW  clock, mW
after global routing             2.74               1.07       2.41
after CTS                        2.69              0.991       2.32
final                            2.69              0.975       2.27
final timing paths:
check	start	endpoint	slack (ns)	cells past startpoint
setup / recovery	Address[2]	regArr[5][6]$_DFFE_PN0P_	0.55	6
hold reg to reg	RdData_VLD$_DFFE_PN0N_	RdData_VLD$_DFFE_PN0N_	0.47	2
setup reg to reg	regArr[15][6]$_DFFE_PN0P_	RdData[6]$_DFFE_PN0P_	1.16	5
max in group asynchronous	RST	regArr[3][3]$_DFFE_PN1P_	1.84	2
min in group clk0	RdData_VLD$_DFFE_PN0N_	RdData_VLD$_DFFE_PN0N_	0.47	2
hold / removal	RST	regArr[12][6]$_DFFE_PN0P_	0.09	1
placed cells by master, fill, tap and decap left out, types with 3 or more instances in the layout:
master	instances
buf_12	5
nor3_2	4
a21oi_1	9
clkinvlp_4	5
a31oi_1	9
clkinv_2	3
mux2_2	129
nor3_1	3
nor2b_1	8
buf_4	25
a221oi_1	11
dfstp_2	3
and3_1	3
clkbuf_8	3
nor2_2	3
o22ai_1	15
clkbuf_16	17
mux2i_1	22
mux4_2	5
nand2b_1	6
a22o_1	6
nor2_1	7
nand3_1	9
o21ai_0	12
clkdlybuf4s50_1	54
nand2_1	22
dfrtp_1	134
critical path, stage by stage:
cell             delay [ns]
clkdlybuf4s50_1        0.50
buf_12                 0.22
nand2b_1               0.13
nor2_1                 0.24
nand2_1                0.38
mux2_2                 0.40
metrics by stage:
| step | hold slack (ns) | util | cells | instance area [um2] |
|---|---|---|---|---|
| floorplan | 0.2444 | - | 472 | 6299 |
| detailed placement | 0.4630 | 0.4745 | 737 | 7241 |
| CTS | 0.09793 | 0.5131 | 768 | 7829 |
| finish | 0.09491 | 0.5131 | 768 | 7829 |
| global placement | 0.4617 | 0.4745 | 737 | 7241 |
| global route | 0.1119 | 0.5131 | 768 | 7829 |
cell families after synthesis:
kind of cell,count (synthesis),share of synthesized area
AOI/OAI and AO/OA,72,0.07867
buffers and inverters,34,0.02761
DFF,137,0.5449
muxes,157,0.2853
and+or+nand+nor,72,0.06357
cell usage after synthesis:
cell,n
dfrtp_1,134
mux2_2,129
mux2i_1,22
nand2_1,22
clkbuf_1,19
o22ai_1,15
o21ai_0,12
a221oi_1,11
a21oi_1,9
a31oi_1,9
nand3_1,9
nor2b_1,8
buf_4,7
nor2_1,7
a22o_1,6
nand2b_1,6
mux4_2,5
buf_2,4
nor3_2,4
and3_1,3
dfstp_2,3
nor2_2,3
nor3_1,3
a32o_1,2
buf_6,2
inv_1,2
nand3b_1,2
a2111oi_0,1
a2111oi_2,1
a21boi_0,1
a22oi_1,1
a31o_2,1
mux2_1,1
nor3b_1,1
nor4_1,1
nor4_4,1
nor4b_1,1
o211ai_1,1
o31ai_1,1
o41ai_1,1
or2b_1,1
Power figures rest on the tool's default switching activity, not on a simulated workload.
